--- /design/flow/config.mk ---
export PLATFORM = sky130hd
export DESIGN_NAME = Mux2_PCSrc
export DESIGN_NICKNAME = Mux2_PCSrc
export VERILOG_FILES = /design/flow/design.v
export SDC_FILE = /design/flow/constraint.sdc
export NUM_CORES = 4
export LEC_CHECK = 1
export CORE_AREA = 10 10 70 70
export DIE_AREA = 0 0 80 80
export SYNTH_HDL_FRONTEND = slang
--- /design/flow/constraint.sdc ---
current_design Mux2_PCSrc

set clk_period 1.0
set clk_io_pct 0.2

create_clock -name clk0 -period $clk_period

set non_clock_inputs [all_inputs -no_clocks]
set_input_delay [expr $clk_period * $clk_io_pct] -clock clk0 $non_clock_inputs
set_output_delay [expr $clk_period * $clk_io_pct] -clock clk0 [all_outputs]
--- /design/flow/design.v ---
`timescale 1ns / 1ps
module Mux2_PCSrc(
input [15:0] a,
input [15:0] b,
input PCSrc,
output [15:0] y
    );
assign y = PCSrc ? b:a; 
endmodule
--- /design/flow/run.sh ---
#!/bin/bash
# OpenROAD 26Q1-2900-gdf79404cd8, Yosys 0.63+post, stock flow scripts
make -C /OpenROAD-flow-scripts/flow DESIGN_CONFIG=/design/flow/config.mk WORK_HOME=/design/flow/orfs finish
==> flow_results.xml <==
<?xml version="1.0" encoding="UTF-8"?>
<metrics>
  <group name="outcome">
    <metric name="status" unit="">finished, violations left</metric>
    <metric name="failed_checks" unit="">setup timing</metric>
  </group>
  <group name="sta">
    <metric name="final_min_period_over_clock_period" unit="%">106</metric>
    <metric name="hold_viol_final" unit="">0</metric>
    <metric name="fin_setup_tns" unit="ns">-0.830</metric>
    <metric name="maxSlewHeadroom" unit="%">95.0</metric>
    <metric name="report.final.setup_viol" unit="">16</metric>
    <metric name="setup_ws" unit="ns">-0.0563</metric>
    <metric name="rsz0062_at_grt" unit="">yes</metric>
    <metric name="fin_crit" unit="ns">1.06</metric>
    <metric name="actual_transition_at_the_worst_max_transition_pin" unit="ns">0.0747</metric>
    <metric name="slew_viol_final" unit="">0</metric>
    <metric name="fmax" unit="GHz">0.947</metric>
  </group>
  <group name="layout">
    <metric name="fin_cells" unit="">113</metric>
    <metric name="final_design_area_no_fill" unit="sq um">795</metric>
    <metric name="final_layout_size_suffix_gt1_share" unit="%">52.2</metric>
    <metric name="area_growth" unit="%">219</metric>
    <metric name="clock_buffers" unit="">0</metric>
    <metric name="layout.filler_cells" unit="">390</metric>
    <metric name="area.sequential" unit="sq um">0</metric>
    <metric name="numSequentialCells" unit="">0</metric>
  </group>
  <group name="setup_path">
    <metric name="critPathMaxFanout" unit="">8</metric>
    <metric name="cp.arrival" unit="ns">0.86</metric>
    <metric name="setup.worst_path.start_class" unit="">primary input</metric>
    <metric name="crit_path_end_kind" unit="">output pin</metric>
    <metric name="ws_path_type" unit="">primary input to output pin</metric>
    <metric name="worst_ep_required_time" unit="ns">0.80</metric>
  </group>
  <group name="detailed_routing">
    <metric name="drt_iter0_markers" unit="">0</metric>
    <metric name="dr.pass1.iters" unit="">1</metric>
    <metric name="postRouteWirelength" unit="um">1440</metric>
    <metric name="drt-vias-per-instance" unit="">3.19</metric>
    <metric name="n_antenna_cell" unit="">0</metric>
    <metric name="dr_total_vias" unit="">361</metric>
    <metric name="ant_nets_after_route" unit="">0</metric>
    <metric name="remaining_drc_errors" unit="">0</metric>
    <metric name="drt-wirelength-per-cell" unit="um">12.7</metric>
  </group>
  <group name="yosys">
    <metric name="yosys.stat.seqShare" unit="%">0</metric>
    <metric name="largest_area_cell" unit="">mux2_4</metric>
    <metric name="ys_area" unit="sq um">249</metric>
    <metric name="netlist_top_cells_area" unit="">mux2_4 (60%), mux2_2 (27%), buf_12 (8.0%)</metric>
    <metric name="netlist_instances" unit="">18</metric>
    <metric name="ys_cells" unit="">18</metric>
    <metric name="synth.yosys.warnings" unit="">0</metric>
    <metric name="synthMostInstantiatedCell" unit="">mux2_4</metric>
    <metric name="yosys.cell_types.count" unit="">4</metric>
    <metric name="share_of_the_synthesized_area_in_the_top_cell_type" unit="%">60.3</metric>
    <metric name="most_used_standard_cells_in_the_synthesized_netlist" unit="">mux2_4 (10), mux2_2 (6), buf_12 (1), buf_6 (1)</metric>
    <metric name="syn_area_per_cell" unit="sq um">13.8</metric>
    <metric name="syn_area" unit="sq um">249</metric>
  </group>
  <group name="hold_path">
    <metric name="hold_path_depth" unit="">3</metric>
    <metric name="timing.hold.worst.start" unit="">a[9]</metric>
    <metric name="hp-class" unit="">primary input to output pin</metric>
    <metric name="hold_crit_endpoint" unit="">y[9]</metric>
  </group>
  <group name="power">
    <metric name="post-layout-total-power" unit="mW">0.300</metric>
    <metric name="seq_power_share" unit="%">0</metric>
    <metric name="power_frac_comb" unit="%">100.0</metric>
    <metric name="net-switching-power" unit="mW">0.0662</metric>
    <metric name="power_density_of_the_placed_cells" unit="mW/mm^2">377</metric>
    <metric name="power.static_leakage" unit="nW">0.417</metric>
    <metric name="switching_share" unit="%">22.1</metric>
    <metric name="peakVddDrop" unit="mV">0.131</metric>
    <metric name="intPower" unit="mW">0.233</metric>
    <metric name="share_clk_of_total_power" unit="%">0</metric>
  </group>
  <group name="placed_design">
    <metric name="dp_cells" unit="">112</metric>
    <metric name="dp_hpwl" unit="um">1240</metric>
    <metric name="port_buffers" unit="">49</metric>
    <metric name="place_area" unit="sq um">786</metric>
    <metric name="place.gp.congestion" unit="">0.807</metric>
  </group>
  <group name="global_route">
    <metric name="pin_count_of_the_biggest_net_entering_global_routing" unit="">9</metric>
    <metric name="grt_antenna_before_repair" unit="">0</metric>
    <metric name="grt_pass1_vias" unit="">421</metric>
    <metric name="grt_most_used_layer" unit="">met1</metric>
    <metric name="grt_first_pass_wirelength" unit="um">2120</metric>
    <metric name="met1_usage" unit="%">5.14</metric>
    <metric name="grt_util_met2" unit="%">4.82</metric>
    <metric name="global_route.usage.met3" unit="%">4.55</metric>
    <metric name="groute.usage.overall" unit="%">4.11</metric>
    <metric name="globalRoute.totalOverflow" unit="">0</metric>
  </group>
  <group name="die">
    <metric name="design.portCount" unit="">49</metric>
    <metric name="chip_area" unit="sq mm">0.00640</metric>
    <metric name="placeableCoreArea" unit="sq mm">0.00342</metric>
    <metric name="initial_utilization" unit="%">7.29</metric>
    <metric name="num_rows" unit="">21</metric>
    <metric name="die.size.y" unit="um">80</metric>
    <metric name="die_width" unit="um">80</metric>
  </group>
  <group name="run">
    <metric name="max-cap-violations" unit="">0</metric>
    <metric name="warning_count" unit="">34</metric>
  </group>
  <group name="clock_network">
    <metric name="number_of_hold_repair_buffers_added_at_the_cts_stage" unit="">0</metric>
    <metric name="cts_setup_buffers" unit="">0</metric>
  </group>
</metrics>
routing by layer:
metal	share of wire [%]	vias up
li1	-	168
met1	46	144
met2	25	49
met3	29	0
met4	0	0
met5	0	-
power groups by stage:
stage	clock [mW]	sequential (mW)	combinational, mW
CTS	0	0	0.276
global route	0	0	0.324
finish	0	0	0.300
how the worst max path moves through the flow:
| stage | slack (ns) | start | to |
|---|---|---|---|
| 6_report | -0.06 | PCSrc | y[14] |
| 5_1_grt | -0.08 | PCSrc | y[15] |
| 4_1_cts | -0.06 | PCSrc | y[3] |
kinds of logic (layout without fill, tap and decap cells):
| kind of cell | Yosys count | count (layout) | synth area share [%] |
|---|---|---|---|
| muxes | 16 | 16 | 87.4 |
| buffers and inverters | 2 | 51 | 12.6 |
cells in the final DEF (no fill, tap or decap):
| cell type | instances |
|---|---|
| mux2_4 | 16 |
| buf_16 | 1 |
| dlygate4sd2_1 | 32 |
| buf_2 | 5 |
| buf_12 | 2 |
| buf_6 | 11 |
cell type report:
| class | instances | area (sq um) | share of cell area, % |
|---|---|---|---|
| multi-input combinational | 16 | 240 | 30.2 |
| tap | 46 | 57.6 | 7.24 |
| timing repair buffer | 51 | 497 | 62.5 |
what timing repair did:
action | 4_1_cts | 5_1_grt
endpoints found under the setup margin | 16 | 16
resized | 99 | 7
gates cloned | 1 | 0
stage by stage:
stage | setup WS, ns | util [%] | hold WS (ns)
global placement | -0.850 | 23.0 | 1.44
detailed placement | -0.852 | 23.0 | 1.44
floorplan | 0.0725 | - | 0.498
global route | -0.0756 | 23.3 | 0.809
finish | -0.0563 | 23.3 | 0.796
CTS | -0.0644 | 22.0 | 0.800
worst max-delay path: stages:
cell and delay (ns):
buf_12 0.11, buf_12 0.14, mux2_4 0.30, buf_6 0.11
Power figures rest on the tool's default switching activity, not on a simulated workload.
