==> design/flow/design.v <==
`timescale 1ns / 1ps
module Mux4(
input [31:0] a,
input [31:0] b,
input [31:0] c,
input [1:0] src,
output reg [31:0] y
    );
always @(*) begin
   case(src) 
        2'b00: y <= a;
        2'b01: y <= b;
        2'b10: y <= c;
        2'b11: y <= c;
   default: y <= 32'bx;
   endcase
end
endmodule
==> design/flow/run.sh <==
#!/bin/bash
# OpenROAD 26Q1-2900-gdf79404cd8, Yosys 0.63+post, stock flow scripts
make -C /OpenROAD-flow-scripts/flow DESIGN_CONFIG=/design/flow/config.mk WORK_HOME=/design/flow/orfs finish
==> design/flow/config.mk <==
export PLATFORM = sky130hd
export DESIGN_NAME = Mux4
export DESIGN_NICKNAME = Mux4
export VERILOG_FILES = /design/flow/design.v
export SDC_FILE = /design/flow/constraint.sdc
export NUM_CORES = 4
export LEC_CHECK = 1
export CORE_AREA = 10 10 71 71
export DIE_AREA = 0 0 81 81
export SYNTH_HDL_FRONTEND = slang
==> design/flow/constraint.sdc <==
current_design Mux4

set clk_period 4.3
set clk_io_pct 0.2

create_clock -name clk0 -period $clk_period

set non_clock_inputs [all_inputs -no_clocks]
set_input_delay [expr $clk_period * $clk_io_pct] -clock clk0 $non_clock_inputs
set_output_delay [expr $clk_period * $clk_io_pct] -clock clk0 [all_outputs]
==> impl_metrics.tcl <==
# place-and-route summary
set metrics [dict create \
    core-area_sq_um 3630 \
    antenna_found_initial 0 \
    fin_crit_sh_pct 74.2 \
    synth_top_area_share_pct 44.8 \
    drive_gt1_share_pct 2.63 \
    first_global_vias 1177 \
    syn_inst 107 \
    rsz0062_at_grt "no" \
    avgSynthCellArea_sq_um 6.68 \
    setup_viol 0 \
    cp-startpoint "src[1]" \
    combPwrFrac_pct 100.0 \
    tns_ns 0 \
    power_density_nw_per_um2 96.2 \
    routedWlPerCell_um 14.8 \
    p_clk_share_pct 0 \
    ff_count 0 \
    die_h_um 81 \
    portBuffers 130 \
    viasPerCell 4.15 \
    slew_violations 0 \
    relSlewSlack_pct 65.1 \
    num_vias 1145 \
    crit_path_start_kind "input port" \
    synth_warnings 0 \
    grt-ovfl-total 0 \
    synth_area_sq_um 714 \
    die_w_um 81 \
    peakVddDrop_v 0.0000636 \
    ys_seq_share_pct 0 \
    n_clock_buffer 0 \
    fin_ws_ns 1.11 \
    cp_max_fo 36 \
    p_leak_nw 0.821 \
    yosys.area.top_type "mux2i_1" \
    grtUsageTotal_pct 11.2 \
    power_switching_mw 0.0476 \
    end_kind "output port" \
    required_ns 3.44 \
    grt_pass1_wl_um 5920 \
    tightestPinTransition_ns 0.524 \
    drc 0 \
    fill_cells 340 \
    drtAntennaViolNets 0 \
    rows 22 \
    hold_viol 0 \
    cap_violations 0 \
    syn2layout_area_growth_pct 176 \
    cts_resized 0 \
    path_class "input port to output port" \
    die_area_sq_um 6560 \
    io_pins 130 \
    hold_path.class "input port to output port" \
    routed_wl_um 4080 \
    seq_power_share_pct 0 \
    yosys-stat-area_sq_um 714 \
    grt_max_degree 37 \
    ys_types 8 \
    outcome "finished clean" \
    p_sw_share_pct 25.1 \
    cts_post_setup_buffers_inserted 0 \
    hold_start "src[1]" \
    layout_min_cycle_time_ns 3.19 \
    topCellsByArea "mux2i_1 (45%), o21ai_1 (20%), nand2_1 (17%)" \
    diodes 0 \
    warning_count 32 \
    dp_hpwl_um 3600 \
    dr.pass1.iters 4 \
    fp_util_pct 19.7 \
    drt-initial-drc-count 23 \
    cell_internal_pwr_mw 0.142 \
    ctsHoldBuffers 0 \
    seq_area_sq_um 0 \
    place_ws_ns 1.10 \
    yosys_cells 107 \
    arrival_ns 2.33 \
    place_congestion 0.821 \
    fmax_mhz 313 \
]
==> cell type report <==
cell class | count | area (sq um) | share of cell area [%]
multi-input cells | 96 | 608 | 30.8
well taps | 48 | 60.1 | 3.04
repair buffers | 132 | 1310 | 66.2
==> cell usage in the layout (no fill, tap or decap) <==
cell type        instances
mux2i_1                 32
nand2_1                 32
o21ai_0                  2
o21ai_2                  2
buf_2                    2
o21ai_1                 28
clkdlybuf4s50_1        128
buf_4                    2
==> critical path, cell delays in order <==
cell and delay [ns]:
buf_2 0.37, buf_4 0.41, nand2_1 0.08, o21ai_1 0.09, clkdlybuf4s50_1 0.50
==> synth_stat cells (all sizes together) <==
library cell and instances:
o21ai 32, nand2 32, mux2i 32, buf 11
==> power by group through the flow <==
stage	Clock (mW)	Sequential, mW	Combinational (mW)
after CTS	0	0	0.194
after global routing	0	0	0.207
final	0	0	0.190
==> path summary, 6_finish.rpt <==
kind	endpoint	depth (start not counted)	slack (ns)
setup / recovery	y[8]	5	1.11
hold / removal	y[6]	4	2.54
==> cells by family after synthesis <==
| kind of cell | synth area share (%) |
|---|---|
| buffers and inverters | 14.9 |
| multiplexers | 44.8 |
| AND/OR/NAND/NOR | 16.8 |
| AND-OR/OR-AND | 23.5 |
==> routing by layer <==
layer / share of wire (%) / GRT usage, %
met1: 34 / 11.8
met2: 53 / 20.5
met3: 13 / 5.79
met4: 0 / 0
met5: 0 / 0
==> per-stage QoR <==
stage                     util [%]  hold slack [ns]  cells  cell area, sq um  power, mW
after floorplan                  -             1.78    107               714     0.0539
after CTS                     54.3             2.55    276              1970      0.194
after global placement        54.3             2.53    276              1970      0.192
after detailed placement      54.3             2.53    276              1970      0.193
after global routing          54.3             2.59    276              1970      0.207
final                         54.3             2.54    276              1970      0.190
No activity file was given, so power comes from the tool's default toggle rates.
